==> ./design.v <==
`timescale 1ns / 1ps
module main(din,gcon,bcon1,xscon,bout1,bout2,gout,xsout,bcon2,start,stop);
input [3:0]din;
input gcon,bcon1,bcon2,xscon,start;
output [3:0]bout1,bout2,gout,xsout;
output stop;
wire [3:0]bus;
assign bus = din;
BtoG m0(bus,gout,gcon);
GtoB m1(gout,bout1,bcon1);
BtoXS m2(bus,xsout,xscon);
XstoB m3(xsout,bout2,bcon2);
endmodule
module BtoG(din,dout,gcon );
input [3:0]din;
input gcon;
output reg [3:0]dout;
always @(*)
begin
if(gcon==1'b1)
begin
dout[3] <= din[3];
dout[2] <= din[3]^din[2];
dout[1] <= din[2]^din[1];
dout[0] <= din[1]^din[0];
end
else
dout = 4'bx;
end 
endmodule
module GtoB(din,dout,bcon1);
input [3:0]din;
input bcon1;
output reg [3:0]dout;
always @(*)
begin
if(bcon1 == 1'b1)
begin
dout[3] <= din[3];
dout[2] <= dout[3] ^ din[2];
dout[1] <= dout[2] ^ din[1];
dout[0] <= dout[1] ^ din[0];
end
else
dout = 4'bx;
end
endmodule
module BtoXS(din,dout,xscon);
input [3:0]din;
input xscon;
output reg [3:0]dout;
always @(*)
begin
if(xscon ==1'b1)
dout <= din + 4'b0011;
else
dout = 4'bx;
end
endmodule
module XstoB(din,dout,bcon2);
input [3:0]din;
input bcon2;
output reg [3:0]dout;
always @(*)
begin
if(bcon2 ==1'b1)
dout = din - 4'b0011;
else
dout = 4'bx;
end
endmodule
module controller(gcon,bcon1,bcon2,xscon,start,stop,clk);
input start,clk;
output reg gcon,bcon1,bcon2,xscon,stop;
reg [2:0]state;
parameter s0=3'b000,s1=3'b001,s2=3'b010,s3=3'b011,s4=3'b100;
always @(posedge clk or negedge clk)
begin
case(state)
s0: begin
     if(start==1'b1)
     state<=s1;
     else
     state<=s0;
     end 
s1: #10 state<=s2;
s2: #10 state<=s3;
s3: #10 state<=s4;
default: state<=s0;
endcase
end
always @(state)
begin
case(state)
s0: begin
#1 gcon=1'b0;bcon1=1'b0;xscon=1'b0;bcon2=1'b0;stop=1'b0;
end
s1:begin
#5 gcon=1'b0;bcon1=1'b0;xscon=1'b0;bcon2=1'b0;stop=1'b0;
end
s2: begin
#5 gcon=1'b1;bcon1=1'b0;xscon=1'b1;bcon2=1'b0;stop=1'b0;
end
s3: begin
#5 gcon=1'b1;bcon1=1'b1;xscon=1'b1;bcon2=1'b1;stop=1'b0;
end
s4:begin
#5 gcon=1'b0;bcon1=1'b0;xscon=1'b0;bcon2=1'b0;stop=1'b1;
end
default: begin
gcon=1'b0;bcon1=1'b0;xscon=1'b0;bcon2=1'b0;
end
endcase
end
endmodule
==> ./run.sh <==
#!/bin/bash
# OpenROAD 26Q1-2900-gdf79404cd8, Yosys 0.63+post, stock flow scripts
make -C /OpenROAD-flow-scripts/flow DESIGN_CONFIG=/design/flow/config.mk WORK_HOME=/design/flow/orfs finish
==> ./config.mk <==
export PLATFORM = sky130hd
export DESIGN_NAME = main
export DESIGN_NICKNAME = main
export VERILOG_FILES = /design/flow/design.v
export SDC_FILE = /design/flow/constraint.sdc
export NUM_CORES = 4
export LEC_CHECK = 1
export CORE_AREA = 10 10 70 70
export DIE_AREA = 0 0 80 80
==> ./constraint.sdc <==
current_design main

set clk_period 1.0
set clk_io_pct 0.2

create_clock -name clk0 -period $clk_period

set non_clock_inputs [all_inputs -no_clocks]
set_input_delay [expr $clk_period * $clk_io_pct] -clock clk0 $non_clock_inputs
set_output_delay [expr $clk_period * $clk_io_pct] -clock clk0 [all_outputs]
==> qor.txt <==
status: finished with violations
failing checks: setup timing
GRT Util Overall: 2.38%
number of OpenROAD warnings: 42
Leak: 0.282 nW
yosys warns: 5
Layout fillers: 380
Final Cycle Share: 141%
RSZ-0062 raised after global routing: yes
vias per cell: 2.61
DRT Wirelength: 869 µm
HPWL Detailed: 670 µm
Hold Fails Final Rpt: 0
Final setup viols: 13
Seq cells: 0
mapped cell area: 186 µm²
IO Count: 26
Cell Rows: 21
minimum clock period after layout: 1.41 ns
pin count of the biggest net entering global routing: 5
Yosys cell types: 9
DR DRC count: 0
Power Density: 519 nW/µm²
Core ar.: 3420 µm²
Initial DRC Count: 0
Syn Area/Cell: 7.77 µm²
vias in the first global route: 262
first-pass GRT wire length: 1300 µm
ANT cells: 0
CP arrival: 1.21 ns
number of hold buffers added after cts: 0
Pre-Place Util: 5.46%
TNS Setup: -2.72 ns
share of cells above drive strength 1: 60.8%
max-cap violations: 0
Final ANT Viol Nets: 0
DR WL met3: 99 µm
area grow syn2layout: 238%
highest routed layer: met3
PnR worst setup slack: -0.411 ns
IO Port Bufs: 20
Post-Syn Instances: 24
Setup CP Type: in -> out
Die Width: 80 µm
via count: 253
chip area: 6400 µm²
Reg area: 0 µm²
Total Power: 327 µW
Critical Path Fanout Max: 3
iteration tally of the first detailed-router pass: 1
metal2 WL: 413 µm
crit start category: input port
GR Overflow Total: 0
CLK BUF: 0
routability cong.: 0.711
ys cells: 24
YS chip area: 186 µm²
Hold/Removal Path Class: in -> out
die y size: 80 µm
Critical Path RT: 0.80 ns
Synth Seq Share: 0%
fmax: 709 MHz
DRT met1 WL: 356 µm
antenna violations before repair: 0
fin. max-slew vios: 0
Routed wire per std cell: 8.96 µm
Max VDD drop: 0.0819 mV
Critical Path End Type: output port
==> worst max-delay path: stages <==
cell             delay [ns]
buf_8                  0.10
inv_4                  0.08
ha_4                   0.22
inv_4                  0.06
buf_6                  0.09
clkdlybuf4s50_1        0.46
==> where the power goes <==
group	switching [mW]	internal, mW
combinational	0.107	0.220
clock	0	0
sequential	0	0
==> metal layers <==
| layer | track usage (%) | vias up |
|---|---|---|
| li1 | - | 121 |
| met4 | 0 | 0 |
| met3 | 0.682 | 0 |
| met1 | 2.91 | 118 |
| met5 | 0 | - |
| met2 | 4.25 | 14 |
==> logic make-up (layout without fill, tap and decap cells) <==
kind of cell,after synthesis,count (layout),share of synthesized area [%]
buffers and inverters,9,36,26.2
XOR/XNOR,8,8,37.6
adder cells (fa/ha/maj),4,4,26.8
AND-OR/OR-AND,2,2,7.38
other,1,1,2.01
==> cells in the mapped netlist (all sizes together) <==
cell type,instances,share of area (%)
conb,1,2.0
inv,4,8.1
xor2,3,14
xnor2,5,23
clkbuf,1,2.0
ha,4,27
a21oi,2,7.4
buf,4,16
==> layout make-up <==
| cell class | instances | area [µm²] | share of cell area (%) |
|---|---|---|---|
| multi-input combinational | 15 | 229 | 36.3 |
| timing repair buffer | 32 | 322 | 51.0 |
| inverter | 4 | 22.5 | 3.57 |
| tap | 46 | 57.6 | 9.13 |
==> path summary, 6_finish.rpt <==
kind,start,depth (start not counted),end
setup / recovery,din[1],6,xsout[1]
hold / removal,din[0],3,bout2[0]
==> metrics by stage <==
step | setup WS, ns | hold slack [ns] | cells | util (%) | instance area [µm²]
floorplan | -0.0513 | 0.425 | 24 | - | 194
global placement | -1.18 | 1.38 | 93 | 14.0 | 478
detailed placement | -1.19 | 1.37 | 93 | 14.0 | 478
CTS | -0.414 | 0.832 | 96 | 17.8 | 607
global route | -0.482 | 0.682 | 97 | 18.5 | 631
finish | -0.411 | 0.665 | 97 | 18.5 | 631
==> timing repair <==
item / 4_1_cts / 5_1_grt
pin swaps: 10 / 0
resized: 61 / 6
cloned: 0 / 0
setup endpoints to repair: 16 / 14
buffers inserted: 3 / 1
==> placed cells by master (no fill, tap or decap) <==
cell	instances
buf_8	2
a21oi_2	2
buf_2	3
ha_4	4
xnor2_1	3
clkdlybuf4s15_2	1
xnor2_4	2
buf_4	3
conb_1	1
dlymetal6s2s_1	2
inv_4	3
dlygate4sd2_1	7
clkdlybuf4s50_1	3
clkbuf_2	1
xor2_1	3
buf_6	9
inv_1	1
buf_12	1
No activity file was given, so power comes from the tool's default toggle rates.
